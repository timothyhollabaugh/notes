===== run.sh =====
#!/bin/bash
# OpenROAD 26Q1-2900-gdf79404cd8, Yosys 0.63+post, stock flow scripts
make -C /OpenROAD-flow-scripts/flow DESIGN_CONFIG=/design/flow/config.mk WORK_HOME=/design/flow/orfs finish

===== config.mk =====
export PLATFORM = sky130hd
export DESIGN_NAME = Lab_4b
export DESIGN_NICKNAME = Lab_4b
export VERILOG_FILES = /design/flow/design.v
export SDC_FILE = /design/flow/constraint.sdc
export NUM_CORES = 4
export LEC_CHECK = 1
export CORE_AREA = 10 10 86 86
export DIE_AREA = 0 0 96 96

===== constraint.sdc =====
current_design Lab_4b

set clk_period 8.3
set clk_io_pct 0.2

create_clock -name clk0 -period $clk_period

set non_clock_inputs [all_inputs -no_clocks]
set_input_delay [expr $clk_period * $clk_io_pct] -clock clk0 $non_clock_inputs
set_output_delay [expr $clk_period * $clk_io_pct] -clock clk0 [all_outputs]

===== design.v =====
module seven_seg(in, out);
	input [3:0]in;
	output [6:0]out;
	wire A, B, C, D, E, F, G;
	wire W, X, Y, Z;
	assign {W, X, Y, Z} = in;
	assign A = ~X & ~Z | W & ~X & ~Y | ~W & X & Z | W & ~Z | X & Y | ~W & Y;
	assign B = ~X & ~Z | W & ~Y & Z | ~W & Y & Z | ~W & ~Y & ~Z | ~W & ~X;
	assign C = ~W & ~Y | W & ~X | ~Y & ~X | ~Y & Z | ~W & X | ~W & Z;
	assign D = ~X & Y & Z | ~W & ~X & ~Z | W & ~Y & ~Z | X & ~Y & Z | X & Y & ~Z;
	assign E = ~X & ~Z | W & Y | Y & ~Z | W & X;
	assign F = ~Y & ~Z | ~W & X & ~Y | X & ~Z | W & ~X | W & Y;
	assign G = ~X & Y | Y & ~Z | ~W & X & ~Y | W & Z | W & ~X;
	assign out = {G, F, E, D, C, B, A};
endmodule
module AddOne(A, S, Cout);
	input A;
	output S;
	output Cout;
	assign S = A;
	assign Cout = ~A;
endmodule
module NotHalfAdder(A, Cin, S, Cout);
	input A;
	input Cin;
	output S;
	output Cout;
	assign S = ~A ^ Cin;
	assign Cout = ~A & Cin;
endmodule
module Complement(A, S);
	input [5:0]A;
	output [5:0]S;
	wire [5:0]Cout;
	AddOne add_one(
		.A(A[0]),
		.S(S[0]),
		.Cout(Cout[0])
	);
	NotHalfAdder not_half_adder1(
		.A(A[1]),
		.Cin(Cout[0]),
		.Cout(Cout[1]),
		.S(S[1])
	);
	NotHalfAdder not_half_adder2(
		.A(A[2]),
		.Cin(Cout[1]),
		.Cout(Cout[2]),
		.S(S[2])
	);
	NotHalfAdder not_half_adder3(
		.A(A[3]),
		.Cin(Cout[2]),
		.Cout(Cout[3]),
		.S(S[3])
	);
	NotHalfAdder not_half_adder4(
		.A(A[4]),
		.Cin(Cout[3]),
		.Cout(Cout[4]),
		.S(S[4])
	);
	NotHalfAdder not_half_adder5(
		.A(A[5]),
		.Cin(Cout[4]),
		.Cout(Cout[5]),
		.S(S[5])
	);
endmodule
module Multiplexer(A, B, S, out);
	input [5:0]A;
	input [5:0]B;
	input S;
	output [5:0]out;
	assign out[0] = (~S&A[0]) | (S&B[0]);
	assign out[1] = (~S&A[1]) | (S&B[1]);
	assign out[2] = (~S&A[2]) | (S&B[2]);
	assign out[3] = (~S&A[3]) | (S&B[3]);
	assign out[4] = (~S&A[4]) | (S&B[4]);
	assign out[5] = (~S&A[5]) | (S&B[5]);
endmodule
module SelectiveComplement(A, S, Comp);
	input [5:0]A;
	input S;
	output [5:0]Comp;
	wire [5:0]complement;
	Complement complementer(
		.A(A),
		.S(complement)
	);
	Multiplexer mux(
		.A(A),
		.B(complement),
		.S(S),
		.out(Comp)
	);
endmodule
module FullAdder(A, B, Cin, Cout, S);
	input A;
	input B;
	input Cin;
	output Cout;
	output S;
	assign Cout = (A & B) + ((A ^ B) & Cin);
	assign S = ((A ^ B) ^ Cin);
endmodule
module Adder_6Bit(A, B, Cin, Cout, S);
	input [5:0]A;
	input [5:0]B;
	input Cin;
	output Cout;
	output [5:0]S;
	wire [4:0]iCout;
	FullAdder bit1 (
		.A(A[0]),
		.B(B[0]),
		.Cin(Cin),
		.Cout(iCout[0]),
		.S(S[0])
	);
	FullAdder bit2 (
		.A(A[1]),
		.B(B[1]),
		.Cin(iCout[0]),
		.Cout(iCout[1]),
		.S(S[1])
	);
	FullAdder bit3 (
		.A(A[2]),
		.B(B[2]),
		.Cin(iCout[1]),
		.Cout(iCout[2]),
		.S(S[2])
	);
	FullAdder bit4 (
		.A(A[3]),
		.B(B[3]),
		.Cin(iCout[2]),
		.Cout(iCout[3]),
		.S(S[3])
	);
	FullAdder bit5 (
		.A(A[4]),
		.B(B[4]),
		.Cin(iCout[3]),
		.Cout(iCout[4]),
		.S(S[4])
	);
	FullAdder bit6 (
		.A(A[5]),
		.B(B[5]),
		.Cin(iCout[4]),
		.Cout(Cout),
		.S(S[5])
	);
endmodule
module Lab_4b(SW, BUTTON, LEDG, HEX0, HEX1, HEX2);
	input [9:0] SW;
	input [1:0] BUTTON;
	output [6:0] HEX0;
	output [6:0] HEX1;
	output [6:6] HEX2;
	output [9:0] LEDG;
	wire [5:0] A;
	assign A[4:0] = SW[4:0];
	assign A[5] = 0;
	wire [5:0] Acomplement;
	SelectiveComplement ASelComp (
		.A(A),
		.S(~BUTTON[0]),
		.Comp(Acomplement)
	);
	wire [5:0] B;
	assign B[4:0] = SW[9:5];
	assign B[5] = 0;
	wire [5:0] Bcomplement;
	SelectiveComplement BSelComp (
		.A(B),
		.S(~BUTTON[1]),
		.Comp(Bcomplement)
	);
	wire [5:0] Sum;
	Adder_6Bit adder (
		.A(Acomplement),
		.B(Bcomplement),
		.Cin(0),
		.Cout(LEDG[0]),
		.S(Sum)
	);
	assign HEX2[6] = ~Sum[5];
	wire [7:0] SumComp;
	assign SumComp[6] = 0;
	assign SumComp[7] = 0;
	SelectiveComplement SumSelComp (
		.A(Sum),
		.S(Sum[5]),
		.Comp(SumComp[5:0])
	);
	wire [6:0]seg1;
	seven_seg digit1 (
		.in(SumComp[3:0]),
		.out(seg1)
	);
	assign HEX0 = ~seg1;
	wire [6:0]seg2;
	seven_seg digit2 (
		.in(SumComp[7:4]),
		.out(seg2)
	);
	assign HEX1 = ~seg2;
	assign LEDG[6:1] = Sum;
endmodule

==> results.toml <==
# yosys + openroad results
[detailed_routing]
via_per_inst = 3.66
ant_nets = 0
highest-signal-layer = "met3"
drt_wl_total_mm = 2.07
wl_per_cell_microns = 10.5
wl_met3_microns = 146
diodes = 0
num_vias = 725
first_pass_iters = 4
drt-initial-drc-count = 35
wl_met2_mm = 1.13
drc = 0
m1WireLength_microns = 802

[synth]
synth_seq_share_pct = 0
ys.warnings.count = 4
synth_area_sq_um = 846
largest_area_cell = "ha_1"
synth.top_cells.by_count = "inv_1, ha_1, buf_4, mux2i_1, nand2_1"
synth.avg_cell_area_sq_um = 7.83
ys_area_sq_um = 846
netlist-cell-type-count = 32
synth_cells = 108
area_leaders = "ha_1, fa_1, mux2i_1, buf_4, inv_1"
top_cell_area_share_pct = 19.2
synth_dominant_cell_count = "inv_1"
synth_stat.cells = 108

[global_route]
antenna_found_initial = 0
grt_pass1_vias = 694
grt_max_degree = 12
grt_pass1_wl_mm = 3.33
overflow = 0
groute.usage.overall_pct = 4.41

[floorplan]
core_util_floorplan_pct = 15.3
die_h_microns = 96
ios = 37
die_area_sq_mm = 0.00922
row_count = 27
fp.coreArea_sq_mm = 0.00554
die-width_microns = 96

[final_timing]
tns_ns = 0
fin_ws_ns = 0.471
setup_violations = 0
finalCritPeriodShare_pct = 94.3
finalHoldViolCount = 0
rsz0062_at_grt = "false"
timing.final.crit_period_ns = 7.83
fmax_mhz = 128
slew_violations = 0

[setup_path]
cp_data_required_time_ns = 6.64
cpMaxStageDelayCell = "fa_1"
crit_cells = 15
slowest_delay_ns = 0.58
worstSetupStartpointType = "primary input"
endpoint_kind = "primary output"
cp_max_fo = 11
path_delay_family = "adder cells"
critPathKind = "in -> out"
crit_top_cell = "fa_1"
critPathBufInv = 4
cp.arrival_ns = 6.17
crit_path_cell_trace = "clkdlybuf4s50_1 > inv_1 > ha_1 > mux2i_1 > fa_1 > fa_1 > fa_1 > fa_1 > inv_1 > fa_1 > or2_4 > a22oi_4 > mux2i_1 > o21ai_1 > clkdlybuf4s50_1"

[status]
status = "complete, no violations"

[clock_tree]
ctsResizeCount = 0
hold_buffers = 0
cts_setup_buffers = 0

[place]
dp_hpwl_mm = 1.94
post-place-ws_ns = 0.426
port_buffers = 33
gp_congestion = 0.764

[final_layout]
ff_count = 0
area_growth_pct = 35.5
clkbuf_count = 0
fin_util_pct = 20.7
regArea_sq_um = 0
drive_gt1_share_pct = 7.14
fillers = 626

[power_and_ir_drop]
ir_drop_uv = 40.8
p_per_area_mw_per_mm2 = 210
leakagePower_nw = 0.551
total_power_w = 0.000241

[worst_hold_path]
whs_endpoint = "LEDG[1]"
hold_depth = 3
hp-class = "in -> out"
min_from = "SW[5]"

[job]
maxCapViolations = 0
tool_warnings = 32
## metal layers
layer	up-vias	global-route usage, %
li1	374	-
met2	19	8.69
met3	0	1.18
met5	-	0
met1	332	4.81
met4	0	0
## cell families (layout without fill, tap and decap cells)
group           Yosys count  in the layout  share of synthesized area (%)
simple gates             27             27                           17.3
mux                      10             10                           11.8
compound gates           14             14                           13.5
other cells               1              4                          0.443
xor+xnor                  1              1                           1.92
fa+ha+maj                18             18                           31.1
buf+inv                  37             52                           24.0
## where the power goes
part           switching [W]  internal, W  total (W)
clock                      0            0          0
sequential                 0            0          0
combinational       0.000101     0.000141   0.000241
## how the worst max path moves through the flow
stage	from	endpoint
after CTS	SW[0]	HEX0[1]
after global routing	SW[0]	HEX0[1]
final	SW[0]	HEX0[1]
## final cells by class
cell class | count | area (sq um) | area share (%)
repair buffers | 33 | 330 | 28.8
inverters | 19 | 71.3 | 6.22
well taps | 72 | 90.1 | 7.86
multi-input cells | 74 | 654 | 57.1
## through the flow
stage	cell area [sq um]	instances	hold slack [ns]
after floorplan	857	111	3.70
after CTS	1150	198	4.58
after global routing	1150	198	4.64
final	1150	198	4.57
after global placement	1150	198	4.59
after detailed placement	1150	198	4.57
## cell usage in the layout (no fill, tap or decap), drive strengths merged
master / n
a21o: 1
a21oi: 3
a22oi: 1
and2: 2
clkdlybuf4s50: 33
clkinv: 1
conb: 4
fa: 5
ha: 13
inv: 18
mux2i: 10
nand2: 11
nand2b: 2
nand3: 4
nand4: 2
nor2: 4
o211a: 1
o211ai: 5
o21ai: 2
o221ai: 1
or2: 1
or3: 1
xnor2: 1
Power is estimated from default activity; no workload was simulated.
