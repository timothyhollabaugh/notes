$ cat flow/config.mk
export PLATFORM = sky130hd
export DESIGN_NAME = Lab_3b
export DESIGN_NICKNAME = Lab_3b
export VERILOG_FILES = /design/flow/design.v
export SDC_FILE = /design/flow/constraint.sdc
export NUM_CORES = 4
export LEC_CHECK = 1
export CORE_AREA = 10 10 70 70
export DIE_AREA = 0 0 80 80
$ cat flow/constraint.sdc
current_design Lab_3b

set clk_period 1.0
set clk_io_pct 0.2

create_clock -name clk0 -period $clk_period

set non_clock_inputs [all_inputs -no_clocks]
set_input_delay [expr $clk_period * $clk_io_pct] -clock clk0 $non_clock_inputs
set_output_delay [expr $clk_period * $clk_io_pct] -clock clk0 [all_outputs]
$ cat flow/design.v
module seg_A(in, A);
	input [3:0]in;
	output A;
	wire W, X, Y, Z;
	wire Wn, Xn, Yn, Zn;
	assign {W, X, Y, Z} = in;
	not not1 (Wn, W);
	not not2 (Xn, X);
	not not3 (Yn, Y);
	not not4 (Zn, Z);
	wire XnZn, WXnYn, WnXZ, WZn, XY, WnY;
	and and1 (XnZn, Xn, Zn);
	and and2 (WXnYn, W, Xn, Yn);
	and and3 (WnXZ, Wn, X, Z);
	and and4 (WZn, W, Zn);
	and and5 (XY, X, Y);
	and and6 (WnY, Wn, Y);
	or or1 (A, XnZn, WXnYn, WnXZ, WZn, XY, WnY);
endmodule
module seg_B(in, B);
	input [3:0]in;
	output B;
	wire W, X, Y, Z;
	wire Wn, Xn, Yn, Zn;
	assign {W, X, Y, Z} = in;
	not not1 (Wn, W);
	not not2 (Xn, X);
	not not3 (Yn, Y);
	not not4 (Zn, Z);
	wire XnZn, WYnZ, WnYZ, WnYnZn, WnXn;
	and and1 (XnZn, Xn, Zn);
	and and2 (WYnZ, W, Yn, Z);
	and and3 (WnYZ, Wn, Y, Z);
	and and4 (WnYnZn, Wn, Yn, Zn);
	and and5 (WnXn, Wn, Xn);
	or or1 (B, XnZn, WYnZ, WnYZ, WnYnZn, WnXn);
endmodule
module seg_C(in, C);
	input [3:0]in;
	output C;
	wire W, X, Y, Z;
	wire Wn, Xn, Yn, Zn;
	assign {W, X, Y, Z} = in;
	not not1 (Wn, W);
	not not2 (Xn, X);
	not not3 (Yn, Y);
	not not4 (Zn, Z);
	wire WnYn, WXn, YnZ, WnX, WnZ;
	and and1 (WnYn, Wn, Yn);
	and and2 (WXn, W, Xn);
	and and3 (YnZ, Yn, Z);
	and and4 (WnX, Wn, X);
	and and5 (WnZ, Wn, Z);
	or or1 (C, WnYn, WXn, YnZ, WnX, WnZ);
endmodule
module seg_D(in, D);
	input [3:0]in;
	output D;
	wire W, X, Y, Z;
	wire Wn, Xn, Yn, Zn;
	assign {W, X, Y, Z} = in;
	not not1 (Wn, W);
	not not2 (Xn, X);
	not not3 (Yn, Y);
	not not4 (Zn, Z);
	wire XnYZ, WnXnZn, WYnZn, XYnZ, XYZn;
	and and1 (XnYZ, Xn, Y, Z);
	and and2 (WnXnZn, Wn, Xn, Zn);
	and and3 (WYnZn, W, Yn, Zn);
	and and4 (XYnZ, X, Yn, Z);
	and and5 (XYZn, X, Y, Zn);
	or or1 (D, XnYZ, WnXnZn, WYnZn, XYnZ, XYZn);
endmodule
module seg_E(in, E);
	input [3:0]in;
	output E;
	wire W, X, Y, Z;
	wire Wn, Xn, Yn, Zn;
	assign {W, X, Y, Z} = in;
	not not1 (Wn, W);
	not not2 (Xn, X);
	not not3 (Yn, Y);
	not not4 (Zn, Z);
	wire XnZn, WY, YZn, WX;
	and and1 (XnZn, Xn, Zn);
	and and2 (WY, W, Y);
	and and3 (YZn, Y, Zn);
	and and4 (WX, W, X);
	or or1 (E, XnZn, WY, YZn, WX);
endmodule
module seg_F(in, F);
	input [3:0]in;
	output F;
	wire W, X, Y, Z;
	wire Wn, Xn, Yn, Zn;
	assign {W, X, Y, Z} = in;
	not not1 (Wn, W);
	not not2 (Xn, X);
	not not3 (Yn, Y);
	not not4 (Zn, Z);
	wire YnZn, WnXYn, XZn, WXn, WY;
	and and1 (YnZn, Yn, Zn);
	and and2 (WnXYn, Wn, X, Yn);
	and and3 (XZn, X, Zn);
	and and4 (WXn, W, Xn);
	and and5 (WY, W, Y);
	or or1 (F, YnZn, WnXYn, XZn, WXn, WY);
endmodule
module seg_G(in, G);
	input [3:0]in;
	output G;
	wire W, X, Y, Z;
	wire Wn, Xn, Yn, Zn;
	assign {W, X, Y, Z} = in;
	not not1 (Wn, W);
	not not2 (Xn, X);
	not not3 (Yn, Y);
	not not4 (Zn, Z);
	wire XnY, YZn, WnXYn, WZ, WXn;
	and and1 (XnY, Xn, Y);
	and and2 (YZn, Y, Zn);
	and and3 (WnXYn, Wn, X, Yn);
	and and4 (WZ, W, Z);
	and and5 (WXn, W, Xn);
	or or1 (G, XnY, YZn, WnXYn, WZ, WXn);
endmodule
module hex_to_seven_seg_structural(in, out);
	input [3:0]in;
	output [6:0]out;
	wire A, B, C, D, E, F, G;
	seg_A inst1 (in, A);
	seg_B inst2 (in, B);
	seg_C inst3 (in, C);
	seg_D inst4 (in, D);
	seg_E inst5 (in, E);
	seg_F inst6 (in, F);
	seg_G inst7 (in, G);
	assign out = {G, F, E, D, C, B, A};
endmodule
module hex_to_seven_seg_dataflow(in, out);
	input [3:0]in;
	output [6:0]out;
	wire A, B, C, D, E, F, G;
	wire W, X, Y, Z;
	assign {W, X, Y, Z} = in;
	assign A = ~X & ~Z | W & ~X & ~Y | ~W & X & Z | W & ~Z | X & Y | ~W & Y;
	assign B = ~X & ~Z | W & ~Y & Z | ~W & Y & Z | ~W & ~Y & ~Z | ~W & ~X;
	assign C = ~W & ~Y | W & ~X | ~Y & ~X | ~Y & Z | ~W & X | ~W & Z;
	assign D = ~X & Y & Z | ~W & ~X & ~Z | W & ~Y & ~Z | X & ~Y & Z | X & Y & ~Z;
	assign E = ~X & ~Z | W & Y | Y & ~Z | W & X;
	assign F = ~Y & ~Z | ~W & X & ~Y | X & ~Z | W & ~X | W & Y;
	assign G = ~X & Y | Y & ~Z | ~W & X & ~Y | W & Z | W & ~X;
	assign out = {G, F, E, D, C, B, A};
endmodule
module hex_to_seven_seg_behavioral(in, out);
	input [3:0]in;
	output reg [6:0]out;
	always @(in) begin
		case (in)
			4'b0000: out <= 7'b0111111;
			4'b0001: out <= 7'b0000110;
			4'b0010: out <= 7'b1011011;
			4'b0011: out <= 7'b1001111;
			4'b0100: out <= 7'b1100110;
			4'b0101: out <= 7'b1101101;
			4'b0110: out <= 7'b1111101;
			4'b0111: out <= 7'b0000111;
			4'b1000: out <= 7'b1111111;
			4'b1001: out <= 7'b1100111;
			4'b1010: out <= 7'b1110111;
			4'b1011: out <= 7'b1111100;
			4'b1100: out <= 7'b0111001;
			4'b1101: out <= 7'b1011110;
			4'b1110: out <= 7'b1111001;
			4'b1111: out <= 7'b1110001;
		endcase
	end
endmodule
module Lab_3b(SW, BUTTON, HEX0, HEX1, HEX2);
	input [9:0]SW;
	input [2:0]BUTTON;
	output [6:0]HEX0, HEX1, HEX2;
	wire [6:0] seven_seg_out_structural, seven_seg_out_dataflow, seven_seg_out_behavioral;
	assign HEX0 = ~seven_seg_out_structural;
	assign HEX1 = ~seven_seg_out_dataflow;
	assign HEX2 = ~seven_seg_out_behavioral;
	hex_to_seven_seg_structural inst1 (SW[3:0], seven_seg_out_structural);
	hex_to_seven_seg_dataflow inst2 (SW[7:4], seven_seg_out_dataflow);
	hex_to_seven_seg_behavioral inst3 ({2'b00, SW[9:8]}, seven_seg_out_behavioral);
endmodule
$ cat flow/run.sh
#!/bin/bash
# OpenROAD 26Q1-2900-gdf79404cd8, Yosys 0.63+post, stock flow scripts
make -C /OpenROAD-flow-scripts/flow DESIGN_CONFIG=/design/flow/config.mk WORK_HOME=/design/flow/orfs finish
==> run_results.csv <==
group,metric,value,unit
outcome,status,"finished, violations left",
outcome,failed_checks,"negative setup slack",
critical_path,critPathArrivalTime,1.02,ns
route,antenna_left,0,
synthesis,synth_area,463,um2
synthesis,yosysSeqAreaShare,0,%
synthesis,yosysWarnings,1,
die,fp_util,13.6,%
synthesis,synth_cell_types,31,
route,routed-wl-met2,855,um
pwr,irDropWorstVdd,0.182,mV
route,drc_errors,0,
critical_path,end_kind,"output pin",
final_layout,lay_top_count,"buf_6",
route,wl,1900,um
timing,rsz0062_at_grt,"true",
timing,slew_violations,0,
timing,hold-worst-slack,0.647,ns
min_path,hold_path_class,"in -> out",
synthesis,synthCells,77,
final_layout,layout_top_cells,"buf_6 (19), buf_2 (14), buf_4 (12), nor2_1 (7)",
global_routing,globalRoute.totalOverflow,0,
job,warning_count,38,
critical_path,slowest_delay,0.18,ns
route,viasPerCell,4.12,
die,die_h,80,um
final_layout,clkbuf_count,0,
critical_path,crit_fanout,3,
place,dpl.hpwl,1300,um
critical_path,cp-start-kind,"primary input",
global_routing,grt_pass1_wl,3050,um
pwr,powerDensity,411,nW/um2
route,post_drt_wl_per_cell,11.2,um
synthesis,ys_cells,77,
route,drt_pre_antenna_iters,3,
global_routing,grtUsageTotal,5.36,%
route,dr_wl_met3,100,um
global_routing,antenna_found_initial,0,
critical_path,crit_required,0.80,ns
final_layout,regArea,0,um2
timing,max_freq,822,MHz
die,die_w,80,um
timing,setup-tns-final,-1.86,ns
place,gp_congestion,0.813,
place,numPortBuffers,30,
final_layout,drive_gt1_share,65.9,%
die,core,3420,um2
pwr,p_leak,0.542,nW
die,io_pins,34,
critical_path,critPathSlowestCell,"nor3b_4",
route,antenna_cells,0,
job,maxCapViolations,0,
final_layout,ff_count,0,
timing,hold_viol_final,0,
route,highest_layer,"met3",
route,drtIter0Drc,17,
final_layout,syn_to_final_growth,136,%
die,die_area,6400,um2
timing,fin_ws,-0.217,ns
critical_path,crit_type,"in -> out",
global_routing,grt_max_degree,10,
route,via_count,696,
critical_path,crit_path_cell_trace,"buf_8, buf_6, nor3b_4, buf_4, a21oi_2, o21ai_1, buf_2",
synthesis,ys_area,463,um2
route,wl_met1,941,um
timing,setup_viol,14,
global_routing,grt_pass1_vias,666,
timing,period_minus_slack,1.22,ns
die,fp-row-count,21,
min_path,hold_depth,3,
timing,min_period_over_period,122,%
synthesis,syn_area_per_cell,6.01,um2
place,dp_slack,-0.994,ns
## area by class of cell
class | count | area [um2]
multi-input combinational | 62 | 507
inverter | 4 | 15.0
fill | 353 | 2320
timing repair buffer | 57 | 513
tap | 46 | 57.6
## timing repair
action | CTS | global route
pin swaps | 23 | 11
setup endpoints to repair | 20 | 15
gates cloned | 2 | 0
setup buffers | 9 | 1
hold buffers | 0 | 0
resized | 145 | 14
## through the flow
step / utilization [%] / power (mW) / instances / instance area (um2)
2_1_floorplan: - / 0.153 / 77 / 463
3_3_place_gp: 25.3 / 0.361 / 157 / 866
3_5_place_dp: 25.3 / 0.362 / 157 / 866
4_1_cts: 30.3 / 0.420 / 168 / 1040
5_1_grt: 32.0 / 0.489 / 169 / 1090
6_report: 32.0 / 0.449 / 169 / 1090
## Yosys cell counts (all sizes together)
master,n,share of area (%)
o22ai,4,5.4
nand4b,1,1.9
o31a,1,1.9
inv,4,3.2
nor2,9,7.3
a31o,1,1.9
nand2,8,6.5
conb,1,0.81
and3b,2,4.1
nand3,4,4.3
a221o,2,4.3
and2b,1,1.6
a21oi,6,6.5
o211ai,2,4.3
a31oi,1,1.4
or3,1,1.4
nor3,1,1.1
or2,1,1.4
nor3b,2,4.3
o21ai,3,3.2
clkbuf,3,2.4
xnor2,1,1.9
nor2b,5,6.8
buf,8,12
nand2b,5,10
## kinds of logic (layout without fill, tap and decap cells)
family                    Yosys count  after routing  synth area share (%)
and+or+nand+nor                    40             40                  50.5
AOI/OAI and AO/OA                  20             20                  28.9
buffers and inverters              15             61                  17.8
other                               1              1                 0.810
xor gates and xnor gates            1              1                  1.89
## layer usage
layer  vias up  global-route usage (%)
li1        358                       -
met1       322                    8.05
met2        16                    8.19
met3         0                   0.909
met4         0                       0
met5         -                       0
## path summary, 6_finish.rpt
path / from / end / slack [ns]
min: SW[8] / HEX2[5] / 0.65
max: SW[7] / HEX1[0] / -0.22
## power breakdown
part	internal, mW	leakage (nW)	switching [mW]
clock	0	0	0
sequential	0	0	0
combinational	0.274	0.542	0.176
total	0.274	0.542	0.176
## worst max-delay path, delay by kind of cell
| kind | cells | cell delay [ns] |
|---|---|---|
| and+or+nand+nor | 1 | 0.18 |
| AOI/OAI and AO/OA | 2 | 0.16 |
| buffers and inverters | 4 | 0.48 |
Power and IR drop assume default switching activity.
