$ cat design/flow/run.sh
#!/bin/bash
# OpenROAD 26Q1-2900-gdf79404cd8, Yosys 0.63+post, stock flow scripts
make -C /OpenROAD-flow-scripts/flow DESIGN_CONFIG=/design/flow/config.mk WORK_HOME=/design/flow/orfs finish
$ cat design/flow/config.mk
export PLATFORM = sky130hd
export DESIGN_NAME = Lab_6b
export DESIGN_NICKNAME = Lab_6b
export VERILOG_FILES = /design/flow/design.v
export SDC_FILE = /design/flow/constraint.sdc
export NUM_CORES = 4
export LEC_CHECK = 1
export CORE_UTILIZATION = 30
$ cat design/flow/constraint.sdc
current_design Lab_6b

set clk_period 4.8
set clk_io_pct 0.2

create_clock -name clk0 -period $clk_period [get_ports {CLOCK_50}]

set non_clock_inputs [all_inputs -no_clocks]
set_input_delay [expr $clk_period * $clk_io_pct] -clock clk0 $non_clock_inputs
set_output_delay [expr $clk_period * $clk_io_pct] -clock clk0 [all_outputs]
$ cat design/flow/design.v
module ClockDivider(clk_in, clk_out);
    input clk_in;
    output reg clk_out;
    reg [23:0] count;
    always @(posedge clk_in) begin
        count <= count + 1;
        if(count  >= 24'd12500000) begin
            count <= 24'd0;
        end
        clk_out <= (count > 24'd6250000) ? 1'b1 : 1'b0;
    end
endmodule
module Lab_6b(LEDG, BUTTON, CLOCK_50);
    input CLOCK_50;
    input [2:0] BUTTON;
    output [9:0] LEDG;
    wire clock_4hz;
    wire t;
    ClockDivider u1 (
        .clk_in(CLOCK_50),
        .clk_out(clock_4hz)
    );
    Timer u2 (
        .clock(clock_4hz),
        .reset(~BUTTON[2]),
        .t(t)
    );
    TrafficLight u3 (
        .clock(clock_4hz),
        .reset(~BUTTON[2]),
        .t(t),
        .rn(LEDG[2]),
        .gn(LEDG[0]),
        .yn(LEDG[1]),
        .re(LEDG[5]),
        .ge(LEDG[3]),
        .ye(LEDG[4])
    );
    assign LEDG[9] = t;
    assign LEDG[8] = clock_4hz;
endmodule
module Timer(clock, reset, t);
    input clock;
    input reset;
    output t;
    wire [2:0] n;
    reg [2:0] p;
    assign n[0] = ~p[0];
    assign n[1] = p[1] ^ p[0];
    assign n[2] = p[2] ^ (p[1] & p[0]);
    assign t = p[2] & p[1] & p[0];
    always @(posedge clock or posedge reset) begin
        if(reset)
            p <= 3'b000;
        else
            p <= n;
    end
endmodule
module TrafficLight(clock, reset, t, rn, gn, yn, re, ge, ye);
    input clock, reset, t;
    output reg rn, gn, yn, re, ge, ye;
    parameter R1 = 3'b000;
    parameter GR = 3'b001;
    parameter YR = 3'b010;
    parameter R2 = 3'b011;
    parameter RG = 3'b100;
    parameter RY = 3'b101;
    reg [2:0] state;
    reg [2:0] next_state;
    always @(state or t) begin
        case(state)
            R1: next_state <= t ? GR : R1;
            GR: next_state <= t ? YR : GR;
            YR: next_state <= t ? R2 : YR;
            R2: next_state <= t ? RG : R2;
            RG: next_state <= t ? RY : RG;
            RY: next_state <= t ? R1 : RY;
            default: next_state <= GR;
        endcase
    end
    always @(posedge clock or posedge reset) begin
        if(reset) begin
            state <= R1;
        end
        else begin
            state <= next_state;
        end
    end
    always @(state) begin
        case(state)
            R1: {rn, yn, gn, re, ye, ge} = 6'b100100;
            GR: {rn, yn, gn, re, ye, ge} = 6'b001100;
            YR: {rn, yn, gn, re, ye, ge} = 6'b010100;
            R2: {rn, yn, gn, re, ye, ge} = 6'b100100;
            RG: {rn, yn, gn, re, ye, ge} = 6'b100001;
            RY: {rn, yn, gn, re, ye, ge} = 6'b100010;
            default: {rn, gn, yn, re, ge, ye} = 6'b111111;
        endcase
    end
endmodule
==> impl_results.rst <==
Physical design figures
=======================

.. list-table::
   :header-rows: 1

   * - Metric
     - Value
   * - Status
     - finished, final reports clean
   * - Setup violators final
     - 0
   * - Post-synthesis to final-layout area growth
     - 5.69%
   * - AND/OR/NAND/NOR Cells, Area Fraction
     - 25.8%
   * - Static Leakage
     - 0.804 nW
   * - Yosys warns
     - 5
   * - Number of hold violations in the final report
     - 0
   * - Buffer depth of the longest clock path
     - 2
   * - Max-slew violation total from the final report
     - 0
   * - Synthesized instance count
     - 184
   * - Number of core rows
     - 27
   * - Post-synth area from yosys stat
     - 0.00176 mm^2
   * - Die span in x
     - 78.6 um
   * - Max incr delay on CP
     - 0.51 ns
   * - Core utilization of the finished layout
     - 33.3%
   * - Core utilization before placement
     - 31.5%
   * - DRC violation count after routing
     - 0
   * - Number of distinct library cell variants in the gate-level netlist after synthesis
     - 42
   * - Endpoints left unconstrained
     - 16
   * - Cell class contributing the biggest share of worst-path delay
     - buffers and inverters
   * - Multiplexer share of the synthesized area
     - 3.84%
   * - Antenna diode count
     - 0
   * - Remaining global-route overflow
     - 0
   * - Filler cell count
     - 582
   * - Achievable clock frequency
     - 0.450 GHz
   * - Fraction of final layout cells sized beyond drive strength 1
     - 11.0%
   * - Fraction of the cycle the final worst path needs
     - 46.3%
   * - Mean cell area of the mapped netlist
     - 9.55 um^2
   * - CP bufs+invs
     - 1
   * - Final RePlAce weighted congestion
     - 0.836
   * - Adder-cell area share of the yosys netlist
     - 2.14%
   * - Kind of capture point of the worst setup path
     - output pin
   * - Vert. Die Dim
     - 78.6 um
   * - Main logic family after synthesis
     - simple AND/OR/NAND/NOR gates
   * - Routed wire length
     - 2910 um
   * - Area inside the core boundary
     - 0.00557 mm^2
   * - Flop area
     - 727 um^2
   * - Synthesized registers
     - 34
   * - Quantity of hold-fixing buffers added after cts
     - 0
   * - Synth Seq Share
     - 41.4%
   * - Critical path data arrival time
     - 1.26 ns
   * - Highest-delay cell along the critical path
     - clkdlybuf4s50_1
   * - Post-CTS setup buffers
     - 0
   * - Largest cells by area after synthesis
     - dfxtp_1, dfrtp_1, buf_4
   * - Routed vias/inst
     - 5.00
   * - Tool Warnings
     - 28
   * - Total negative setup slack
     - 0 ns
   * - PostCTS Resize Cnt
     - 0
   * - Critical-path cell list
     - clkdlybuf4s50_1
   * - Global-route wire length before repair
     - 5070 um
   * - Min cycle time layout
     - 2.22 ns
   * - H-Tree Level Count
     - 1
   * - Clock transition at the registers of the reported paths
     - 0.09 ns
   * - Share of the synthesized area in the top cell type
     - 28.5%
   * - Yosys stat cell total
     - 184
   * - Critical path required time
     - 3.84 ns
   * - CTS Root Buffer Type
     - clkbuf_8
   * - Worst Path Max Fanout
     - 10
   * - Via count of the first global-routing pass
     - 1096
   * - XORs/XNORs by Area
     - 6.98%
   * - Type of the tightest min-delay check
     - reg -> reg
   * - TritonCTS buffer count
     - 3
   * - Number of port buffers
     - 9
   * - Headroom to the max-slew limit
     - 63.6%
   * - Areal power density over the cells
     - 181 mW/mm^2
   * - Starting DRT DRC Count
     - 25
   * - Peak supply drop
     - 98.9 uV
   * - Top-Level Pins
     - 14
   * - Unrepaired setup endpoints after global routing
     - false
   * - Library cell occupying the most area in the post-synthesis netlist
     - dfxtp_1
   * - All-layer global routing usage
     - 10.1%
   * - Multi-input combinational cell area
     - 863 um^2
   * - Post-DP HPWL
     - 2030 um
   * - Insertion delay of the later-clocked pin in the worst-skew pair
     - 0.27 ns
   * - Synthesized cell area
     - 0.00176 mm^2
   * - Via count
     - 1266
   * - Kind of critical path
     - reg -> out
   * - Number of antenna violations at the first check in global routing
     - 0
   * - Count of unclocked register or latch pins
     - 9
   * - Slew at the pin closest to its max-slew limit
     - 0.545 ns
   * - Die area
     - 0.00617 mm^2
   * - Wirelength per Cell
     - 11.5 um
   * - Type of origin of the critical path
     - flop
   * - Setup skew after layout
     - 0.00115 ns
   * - Length of the first detailed-routing pass in iterations
     - 6
   * - Antenna Nets Post-Route
     - 0
   * - Largest net degree at the start of global routing
     - 18
   * - TritonCTS clock tree
     - built
   * - Area share of and-or/or-and cells after synthesis
     - 9.96%
   * - Number of max-capacitance violations reported
     - 0
==> synthesized netlist by cell type, drive strengths merged <==
cell and n:
dfxtp 25, nor3 14, a211oi 8, nor2b 1, a21oi 2, dfstp 1
or3 4, xor2 9, xnor2 5, nor3b 1, a21o 2, or4 5
nand4 8, conb 1, and4 3, ha 3, dfrtp 8, buf 15
o21a 2, o31ai 5, and3 4, nand2 9, inv 7, o21ai 4
nor2 8, nand3 11, clkbuf 4, and2 1, mux2 6, nor4 3
nor4bb 3, a31oi 2
==> through the flow <==
| step | setup slack [ns] | total power (W) | hold slack (ns) | area (um^2) | cells |
|---|---|---|---|---|---|
| 2_1_floorplan | 3.16 | 0.000213 | 0.445 | 1760 | 185 |
| 3_3_place_gp | 2.85 | 0.000214 | 0.480 | 1810 | 249 |
| 3_5_place_dp | 2.83 | 0.000214 | 0.484 | 1810 | 249 |
| 4_1_cts | 2.52 | 0.000341 | 0.502 | 1860 | 253 |
| 5_1_grt | 2.48 | 0.000348 | 0.523 | 1860 | 253 |
| 6_report | 2.58 | 0.000336 | 0.498 | 1860 | 253 |
==> worst register-to-register path, cell delays in order, from the launching register on <==
cell and delay [ns]:
dfxtp_1 0.39, ha_1 0.22, and3_1 0.29, nand3_2 0.21
or4_1 0.45, a211oi_1 0.25
==> report_power, final <==
| group | switching [W] | leakage, nW | internal, W |
|---|---|---|---|
| registers | 0 | 0.323 | 0.000207 |
| clock network | 0.0000686 | 0.0255 | 0.0000581 |
| logic | 0.00000135 | 0.455 | 0.000000719 |
| total | 0.0000699 | 0.804 | 0.000266 |
==> cell type report <==
cell class	instances	share of cell area, %
multi-input combinational	125	46.5
timing repair buffer	11	5.66
clock inverter	1	0.269
tap	72	4.85
inverter	7	1.41
sequential	34	39.1
clock buffer	3	2.22
==> worst paths after layout <==
check             slack (ns)    startpoint      endpoint  cells after the start
hold / removal          0.50  u1.count[23]  u1.count[22]                      1
setup reg to reg        2.91   u1.count[0]  u1.count[18]                      5
hold reg to reg         0.50  u1.count[23]  u1.count[22]                      1
setup / recovery        2.58    u1.clk_out       LEDG[8]                      1
==> cell usage in the layout, fill, tap and decap left out, drive strengths merged, types with 2 or more instances in the layout <==
master | synthesis | layout
nand3 | 11 | 11
or4 | 5 | 5
nand2 | 9 | 9
clkdlybuf4s50 | 0 | 9
mux2 | 6 | 6
o21ai | 4 | 4
conb | 1 | 2
inv | 7 | 7
xnor2 | 5 | 5
dfrtp | 8 | 8
nor3 | 14 | 14
a21o | 2 | 2
o21a | 2 | 2
nor4 | 3 | 3
nor2 | 8 | 8
nand4 | 8 | 8
a31oi | 2 | 2
clkbuf | 4 | 3
nor4bb | 3 | 3
and3 | 4 | 4
and4 | 3 | 3
xor2 | 9 | 9
buf | 15 | 2
or3 | 4 | 4
dfxtp | 25 | 25
a21oi | 2 | 2
ha | 3 | 3
o31ai | 5 | 5
a211oi | 8 | 8
==> routing by layer <==
| layer | routed length [um] | global-route usage, % |
|---|---|---|
| met1 | 1570 | 15.9 |
| met2 | 1270 | 15.8 |
| met3 | 71 | 0.945 |
| met4 | 0 | 0.926 |
| met5 | 0 | 0 |
==> kinds of logic after synthesis <==
group	count (synthesis)
xor+xnor	14
mux	6
other cells	1
simple gates	75
fa+ha+maj	3
compound gates	25
flops	34
buf+inv	26
Power figures rest on the tool's default switching activity, not on a simulated workload.
